<file path="config.mk">
export PLATFORM = sky130hd
export DESIGN_NAME = vending_machine_8989
export DESIGN_NICKNAME = vending_machine_8989
export VERILOG_FILES = /design/flow/design.v
export SDC_FILE = /design/flow/constraint.sdc
export NUM_CORES = 4
export LEC_CHECK = 1
export CORE_UTILIZATION = 30
</file>
<file path="constraint.sdc">
current_design vending_machine_8989

set clk_period 4.9
set clk_io_pct 0.2

create_clock -name clk0 -period $clk_period [get_ports {clk}]

set non_clock_inputs [all_inputs -no_clocks]
set_input_delay [expr $clk_period * $clk_io_pct] -clock clk0 $non_clock_inputs
set_output_delay [expr $clk_period * $clk_io_pct] -clock clk0 [all_outputs]
</file>
<file path="design.v">
module vending_machine_8989(
  input clk,
  input rst,
  input[2:0] in,  
  input [2:0] p,  
  output reg out,
  output reg[2:0] change);
parameter s0 = 3'b000; 
parameter s1 = 3'b001; 
parameter s2 = 3'b010; 
parameter s3 = 3'b011; 
parameter s4 = 3'b100; 
parameter s5 = 3'b101; 
parameter s6 = 3'b110; 
parameter s7 = 3'b111; 
  reg[2:0] c_state, n_state;
  always@(posedge clk)
    begin
      if(rst==1)
        begin
          c_state = 0;
          n_state = 0;
          change = 3'b000;
        end
      else
        c_state = n_state;
      if(p==3'b001)
        begin
          case(c_state)
            s0:
              if(in==0)
                begin	
                  n_state = s0;
                  out = 0;
                  change = 3'b000;
                end
            else if(in==3'b001)
              begin
                n_state=s1;
                out=0;
                change=3'b000;
              end
            else if(in==3'b010)
              begin
                n_state = s2;
                out = 0;
                change = 3'b000;
              end
            else if(in==3'b011)
              begin
                n_state = s3;
                out = 0;
                change = 3'b000;
              end
            s1:
              if(in==0)
                begin	
                  n_state = s0;
                  out = 1;
                  change = 3'b000;
                end
            s2:
              if(in==0)
                begin	
                  n_state = s0;
                  out = 1;
                  change = 3'b001;
                end
            s3:
              if(in==0)
                begin	
                  n_state = s0;
                  out = 1;
                  change = 3'b100;
                end
          endcase
        end
      else if(p==3'b010)
        begin
          case(c_state)
            s0:
              if(in==0)
                begin	
                  n_state = s0;
                  out = 0;
                  change = 3'b000;
                end
            else if(in==3'b001)
              begin
                n_state=s1;
                out=0;
                change=3'b000;
              end
            else if(in==3'b010)
              begin
                n_state = s2;
                out = 0;
                change = 3'b000;
              end
            else if(in==3'b011)
              begin
                n_state = s3;
                out = 0;
                change = 3'b000;
              end
            s1:
              if(in==3'b001)
                begin	
                  n_state = s2;
                  out = 0;
                  change = 3'b000;
                end
            else if(in==3'b010)
                begin	
                  n_state = s4;
                  out = 0;
                  change = 3'b000;
                end
            else if(in==3'b011)
                begin	
                  n_state = s5;
                  out = 0;
                  change = 3'b000;
                end
            s2:
              if(in==0)
                begin	
                  n_state = s0;
                  out = 1;
                  change = 3'b000;
                end
            s3:
              if(in==0)
                begin	
                  n_state = s0;
                  out = 1;
                  change = 3'b011;
                end
            s4:
              if(in==0)
                begin	
                  n_state = s0;
                  out = 1;
                  change = 3'b001;
                end
            s5:
              if(in==0)
                begin	
                  n_state = s0;
                  out = 1;
                  change = 3'b100;
                end
          endcase
        end
      else if(p==3'b011)
        begin
          case(c_state)
            s0:
              if(in==0)
                begin	
                  n_state = s0;
                  out = 0;
                  change = 3'b000;
                end
            else if(in==3'b001)
              begin
                n_state=s1;
                out=0;
                change=3'b000;
              end
            else if(in==3'b010)
              begin
                n_state = s2;
                out = 0;
                change = 3'b000;
              end
            else if(in==3'b011)
              begin
                n_state = s3;
                out = 0;
                change = 3'b000;
              end
            s1:
              if(in==3'b001)
                begin	
                  n_state = s2;
                  out = 0;
                  change = 3'b000;
                end
            else if(in==3'b010)
                begin	
                  n_state = s4;
                  out = 0;
                  change = 3'b000;
                end
            else if(in==3'b011)
                begin	
                  n_state = s5;
                  out = 0;
                  change = 3'b000;
                end
            s2:
              if(in==3'b001)
                begin	
                  n_state = s4;
                  out = 0;
                  change = 3'b000;
                end
            else if(in==3'b010)
                begin	
                  n_state = s7;
                  out = 0;
                  change = 3'b000;
                end
            else if(in==3'b011)
                begin	
                  n_state = s6;
                  out = 0;
                  change = 3'b000;
                end
            s3:
              if(in==0)
                begin	
                  n_state = s0;
                  out = 1;
                  change = 3'b010;
                end
            s4:
              if(in==0)
                begin	
                  n_state = s0;
                  out = 1;
                  change = 3'b000;
                end
            s5:
              if(in==0)
                begin	
                  n_state = s0;
                  out = 1;
                  change = 3'b011;
                end
            s6:
              if(in==0)
                begin	
                  n_state = s0;
                  out = 1;
                  change = 3'b100;
                end
            s7:
              if(in==0)
                begin	
                  n_state = s0;
                  out = 1;
                  change = 3'b001;
                end
          endcase
        end
    end
endmodule
</file>
<file path="run.sh">
#!/bin/bash
# OpenROAD 26Q1-2900-gdf79404cd8, Yosys 0.63+post, stock flow scripts
make -C /OpenROAD-flow-scripts/flow DESIGN_CONFIG=/design/flow/config.mk WORK_HOME=/design/flow/orfs finish
</file>
==> deck_impl_summary.md <==
Synthesis and Place & Route Summary

Status
  – Status: finished, final reports clean

Final timing
  – Slew Limit Fails: 0
  – RSZ-0062 raised after global routing: false
  – Final min period: 3297 ps
  – Rel. slew slack: 0.4674
  – Final setup TNS: 0 ps
  – FMAX: 303.3 MHz
  – Worst Max-Slew Pin Slew: 796.4 ps
  – Crit share post-route: 0.6728
  – Clk_skew: 1.243 ps
  – Final tally of setup violations: 0
  – Final hold vios: 0

Worst setup path
  – Req. time, crit path: 5100 ps
  – Setup crit start kind: primary input
  – Data arrival, critical path: 3490 ps
  – Largest fanout on the critical path: 19
  – CP startpoint: rst
  – Reg2Reg Depth: 5
  – Reg2reg setup slack: 2620 ps
  – CP Capture Type: flip-flop
  – Critical path type: primary input to flip-flop

Global route
  – Largest net degree at the start of global routing: 20
  – Antenna violations before repair: 0
  – GRT Total Usage: 0.1822
  – Vias in the first global route: 1277
  – First-pass GRT wire length: 6285 µm
  – Grt total ovfl: 0

Detailed routing
  – Avg WL per Cell: 17.00 µm
  – Routed vias/inst: 6.252
  – Iter 0 DRT Violations: 210
  – Via Count: 1438
  – Drt pass-1 iters: 4
  – DRC Markers: 0
  – Ant diodes: 0
  – Remaining antenna violation count: 0
  – Routed wire length: 3909 µm

Synthesis
  – Dominant Register Cell: dfxtp_1
  – Largest type area fraction: 0.1964
  – Biggest area cells: dfxtp_1, o22ai_1, nor2_1, a21oi_1, o21ai_0
  – Cells after synthesis: 181
  – Seq cells post-synth: 14
  – Yosys warns: 1
  – Top cells by count: nor2_1, dfxtp_1, nand2_1
  – Synth cell types: 55
  – Chip area in the Yosys report: 1325 µm²
  – Mapped Area: 1325 µm²
  – Leading area contributor after synthesis: dfxtp_1
  – Post-synth seq share: 0.2191
  – Synth top cell by count: nor2_1
  – Avg Cell Area, Syn: 7.321 µm²
  – Synth async-reset ratio: 0
  – Count of library flops with an enable pin: 1
  – Yosys Instances: 181

Power and ir drop
  – Total power: 330.6 µW
  – Cell Pwr Density: 222.2 nW/µm²
  – VDD IR max: 0.09079 mV
  – Leakage: 0.0005391 µW

Final layout
  – Final core occ: 0.3615
  – Area growth syn-to-layout: 12.28%
  – Post-route insts no fill: 230
  – Fill count: 424
  – Share of post-route cells with drive strength above 1: 0.05556
  – Post-route design area: 1488 µm²

Clocking
  – Postcts setup bufs: 0
  – Htree depth: 1
  – Post-cts resize count: 0
  – Clk slew on worst S/H paths: 70 ps
  – Clk Latency, worst-skew pair: 250 ps
  – CTS root buf: clkbuf_8
  – Hold_buf cts: 0
  – TritonCTS clock tree: built
  – Clk buf depth: 2
  – # clock sinks: 14
  – Inserted Clock Buffers: 3

Placement
  – Placed inst area: 1433 µm²
  – Port buffer count: 11
  – Placed cells: 226
  – Detailed Place HPWL: 2801 µm
  – Gp weighted congestion: 1.060

Die
  – Init Core Util: 0.3220
  – IO Pins: 12
  – Placeable Area: 4115 µm²
  – Die area: 4687 µm²
  – Die height: 68.46 µm
  – Die width: 68.46 µm
  – Row count: 23

Worst hold path
  – Hold Crit Class: flip-flop to flip-flop
  – Hold depth: 1

Run
  – Max-cap viol count: 0
  – OpenROAD warning count: 25
how the worst min path moves through the flow:
stage             to        from  slack [ps]
4_1_cts   n_state[4]  n_state[4]         450
6_report  n_state[4]  n_state[4]         450
5_1_grt   n_state[4]  n_state[4]         460
cells by family (layout without fill, tap and decap cells):
group	after synthesis	after routing	synth area share
AND-OR/OR-AND	69	69	0.3730
buffers and inverters	22	21	0.06610
multiplexers	4	4	0.03022
flip-flops	14	14	0.2191
XOR/XNOR	1	1	0.006611
AND/OR/NAND/NOR	71	71	0.3050
power by group:
part           switching (µW)  internal (µW)  leakage (µW)
Combinational            45.4           34.9      0.000395
Clock                    46.9           71.3     0.0000288
Sequential               11.7            121      0.000116
Total                     104            227      0.000539
placed cells by master, fill, tap and decap left out, drive strengths merged, types with 6 or more instances in the layout:
| cell | count |
|---|---|
| a21oi | 11 |
| nand2 | 12 |
| dfxtp | 13 |
| o22ai | 11 |
| inv | 6 |
| nor2 | 15 |
| nand2b | 6 |
| nor2b | 7 |
| clkdlybuf4s50 | 11 |
| o21ai | 11 |
per-layer routing:
metal | wire length (µm) | up-vias | part of all wire | track usage
met5 | 0 | - | 0 | 0
met4 | 64 | 0 | 0.016 | 0.03646
met3 | 449 | 6 | 0.11 | 0.04392
met2 | 1668 | 86 | 0.43 | 0.2659
met1 | 1726 | 655 | 0.44 | 0.2725
li1 | - | 691 | - | -
critical path, stage by stage:
cell	delay [ps]
clkdlybuf4s50_1	820
nor4b_1	720
o221ai_1	320
a41oi_4	440
a221o_1	220
final cells by class:
type / instances / area [µm²] / share of cell area
clock buffer: 4 / 55.05 / 0.03701
inverter: 6 / 22.52 / 0.01514
tap: 50 / 62.56 / 0.04205
sequential: 14 / 290.3 / 0.1951
timing repair buffer: 11 / 110.1 / 0.07401
multi-input combinational: 145 / 947.2 / 0.6367
through the flow:
stage                     worst slack (ps)  hold slack [ps]
after CTS                             1714            450.0
after global routing                  1587            459.1
after global placement                1448            432.6
after floorplan                       2422            418.1
after detailed placement              1462            433.7
final                                 1603            448.6
No activity file was given, so power comes from the tool's default toggle rates.
